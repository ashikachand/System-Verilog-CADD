### /design/flow/config.mk
export PLATFORM = sky130hd
export DESIGN_NAME = pfa32
export DESIGN_NICKNAME = pfa32
export VERILOG_FILES = /design/flow/design.v
export SDC_FILE = /design/flow/constraint.sdc
export NUM_CORES = 4
export LEC_CHECK = 1
export CORE_AREA = 10 10 91 91
export DIE_AREA = 0 0 101 101
### /design/flow/constraint.sdc
current_design pfa32

set clk_period 23.4
set clk_io_pct 0.2

create_clock -name clk0 -period $clk_period

set non_clock_inputs [all_inputs -no_clocks]
set_input_delay [expr $clk_period * $clk_io_pct] -clock clk0 $non_clock_inputs
set_output_delay [expr $clk_period * $clk_io_pct] -clock clk0 [all_outputs]
### /design/flow/design.v
`timescale 1ns / 1ps
module pfa32 (A,B,Sum);
    input  logic [31:0] A;
    input  logic [31:0] B;
    output logic [31:0] Sum;
    logic [31:0] G;            
    logic [31:0] P;              
    logic [31:0] C;              
    assign G = A & B;          
    assign P = A ^ B;            
    assign C[0] = 1'b0;         
    genvar i;
    generate
        for (i = 1; i < 32; i++) begin
            assign C[i] = G[i-1] | (P[i-1] & C[i-1]);  
        end
    endgenerate
    assign Sum = P ^ C;         
endmodule
### /design/flow/run.sh
#!/bin/bash
# OpenROAD 26Q1-2900-gdf79404cd8, Yosys 0.63+post, stock flow scripts
make -C /OpenROAD-flow-scripts/flow DESIGN_CONFIG=/design/flow/config.mk WORK_HOME=/design/flow/orfs finish
==> git commit body <==
Refresh implementation metrics

- The worst setup path is captured at an output pin.
- Std-Cell Core Area: 0.00635 mm2
- Entering global routing, the biggest net connects 2 pins.
- Per the summary, power density relative to cell area is 27.1 mW/mm2.
- Count of cells along the worst hold path: 3
- Synth-to-Final Area Change: 166%
- Req. time, crit path: 18.72 ns
- Resized Gates After CTS: 0
* Number of clock buffer instances in the layout: 0
* Yosys warns: 0
* Max Used Layer: met3
- Looking at the max-slew report, the worst-margin pin has a slew of 0.132 ns.
- Final Wtd Congestion: 0.830
- Met3 routed wirelength: 833 um
* Max-capacitance violation count: 0
* Leading cell types in the layout, fill and taps excluded: 96 x sky130_fd_sc_hd__clkdlybuf4s50_1, 30 x sky130_fd_sc_hd__fa_1, 1 x sky130_fd_sc_hd__xor3_1, 1 x sky130_fd_sc_hd__ha_1
* Slowest Stage Delay on Critical Path: 0.47 ns
* Endpoints failing setup: 0
- End point of the most critical hold path: Sum[31]
* CP top delay family: adder cells
* Most frequent standard cell in the layout excluding fill and tap cells: sky130_fd_sc_hd__clkdlybuf4s50_1
- Run status: completed
- Cell area after technology mapping: 637 um2
* Post-DP HPWL: 3540 um
* Number of sequential cells: 0
* Via count of the first global-routing pass: 884
- First-pass GRT wire length: 5340 um
- The floorplan step set the die height to 101 um.
- Total DRC errors in the routed layout: 0
- Floorplan Utilization: 0.100
* Fmax: 44.2 MHz
* Share of the yosys chip area belonging to registers: 0
- Setup repair after global routing left no endpoint under its margin.
* Largest fanout on the critical path: 1
- Fraction of layout cells with a size suffix above 1: 0
- Data arrival time at the worst-slack endpoint: 17.96 ns
- Dividing the detail-routed via count by the number of cells gives 3.49.
- Die width: 101 um
- Critical path buffers and inverters: 2
- Share of the clock period used by the worst path: 0.968
- Port Buf Inserts: 96
- Headroom to the max-slew limit came out at 0.912.
* Type of the setup path with the least slack: in2out
- Synthesized area per cell: 19.9 um2
- Antenna violations before repair: 0
- Drt initial violations: 3
* Setup Fix Bufs, Post-CTS: 0
* Area of the chip: 0.0102 mm2
- Before antenna repair, the detailed router went through 3 iterations.
* CP startpoint kind: input pin
- Least setup slack across all paths after layout: 0.756 ns
- Post-route setup TNS: 0 ns
- Library cell contributing the largest single delay on the critical path: sky130_fd_sc_hd__clkdlybuf4s50_1
- 96 I/O pins were placed.
* Number of standard-cell rows in the floorplan: 29
- The number of hold buffers added after CTS was 0.
- The routed design ends up with an antenna cell count of 0.
- Startpoint of the worst setup timing path: B[0]
* OpenROAD warnings: 32
- Final worst path period need: 22.64 ns
- After detailed routing, the total wire length is 3590 um.
- Number of cells produced by synthesis: 32
* Hold WC Path Type: in2out
- The chip area line in the Yosys stat output reads 637 um2.
- Max-slew violation count: 0
- Summing over every cut layer, the via total after detailed routing is 715.
* Final global-route overflow total: 0
* Final Hold Violating Endpoints: 0
* Yosys stat cell total: 32
* Static Leak: 0.619 nW
* Sequential cell area: 0 um2
- Timing analysis after detailed placement gives a worst setup slack of 0.662 ns.
- The worst-case IR drop observed on VDD is 0.00890 mV.
* Wirelength per Cell: 17.5 um
- Met2 wire length: 1350 um
- The worst hold path begins at A[31].
* Final ANT Viol Nets: 0
* Met1 wire length: 1400 um
- Counting stages on the worst path, the most repeated cell is sky130_fd_sc_hd__fa_1.
* Total global-route track usage: 0.0698
* Yosys cell types: 3
cell type report:
cell class         count  area, um2
fillers              638       4660
repair buffers        96        961
multi-input cells     32        637
well taps             77       96.3
worst min-delay path, cell delays in order:
cell and delay, ns:
sky130_fd_sc_hd__clkdlybuf4s50_1 0.41, sky130_fd_sc_hd__xor3_1 0.18, sky130_fd_sc_hd__clkdlybuf4s50_1 0.41
per-stage QoR:
stage / hold WS, ns / utilization / total power, mW / instances / cell area, um2
2_1_floorplan: 9.43 / - / 0.00468 / 32 / 637
3_3_place_gp: 10.38 / 0.267 / 0.0477 / 205 / 1690
3_5_place_dp: 10.38 / 0.267 / 0.0476 / 205 / 1690
4_1_cts: 10.38 / 0.267 / 0.0479 / 205 / 1690
5_1_grt: 10.42 / 0.267 / 0.0514 / 205 / 1690
6_report: 10.37 / 0.267 / 0.0459 / 205 / 1690
metal layers:
metal,up-vias,GRT usage
li1,290,-
met1,332,0.0836
met2,93,0.104
met3,0,0.0547
met4,0,0
met5,-,0
cells in the mapped netlist:
master                   instances  area share
sky130_fd_sc_hd__ha_1            1       0.020
sky130_fd_sc_hd__fa_1           30        0.94
sky130_fd_sc_hd__xor3_1          1       0.037
cell families (layout without fill, tap and decap cells):
group | count (synthesis) | in the layout | share of synthesized area
xor gates and xnor gates | 1 | 1 | 0.0373
buffers and inverters | 0 | 96 | 0
adders and majority gates | 31 | 31 | 0.963
how the worst max path moves through the flow:
| stage | to | slack [ns] | depth (start not counted) |
|---|---|---|---|
| after CTS | Sum[31] | 0.63 | 34 |
| after global routing | Sum[31] | 0.34 | 34 |
| final | Sum[31] | 0.76 | 34 |
where the power goes:
group,switching (mW),internal [mW]
Sequential,0,0
Clock,0,0
Combinational,0.0121,0.0338
Total,0.0121,0.0338
No activity file was given, so power comes from the tool's default toggle rates.
