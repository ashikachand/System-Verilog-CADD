$ cat ./run.sh
#!/bin/bash
# OpenROAD 26Q1-2900-gdf79404cd8, Yosys 0.63+post, stock flow scripts
make -C /OpenROAD-flow-scripts/flow DESIGN_CONFIG=/design/flow/config.mk WORK_HOME=/design/flow/orfs finish
$ cat ./constraint.sdc
current_design pfa32pipe

set clk_period 6.9
set clk_io_pct 0.2

create_clock -name clk0 -period $clk_period [get_ports {clk}]

set non_clock_inputs [all_inputs -no_clocks]
set_input_delay [expr $clk_period * $clk_io_pct] -clock clk0 $non_clock_inputs
set_output_delay [expr $clk_period * $clk_io_pct] -clock clk0 [all_outputs]
$ cat ./design.v
`timescale 1ns / 1ps
module pfa32pipe (
    input  logic clk,                      
    input  logic reset,                   
    input  logic [31:0] A, B,             
    output logic [31:0] Sum            
);
    logic [31:0] G1, P1;                  
    logic [31:0] G2, P2, C;                
    always_ff @(posedge clk or posedge reset) begin
        if (reset) begin
            G1 <= 32'b0;
            P1 <= 32'b0;
        end else begin
            G1 <= A & B;                 
            P1 <= A ^ B;           
        end
    end
    always_ff @(posedge clk or posedge reset) begin
        if (reset) begin
            G2 <= 32'b0;
            P2 <= 32'b0;
            C  <= 32'b0;
        end else begin
            G2[0] = G1[0];                
            P2[0] = P1[0];
            for (int i = 1; i < 32; i++) begin
                G2[i] = G1[i] | (P1[i] & G2[i-1]);  
                P2[i] = P1[i];
            end
            C[0] = 1'b0;                   
            for (int i = 1; i < 32; i++) begin
                C[i] = G2[i-1];          
            end
        end
    end
    always_ff @(posedge clk or posedge reset) begin
        if (reset) begin
            Sum <= 32'b0;
        end else begin
            Sum <= P2 ^ C;                
        end
    end
endmodule
$ cat ./config.mk
export PLATFORM = sky130hd
export DESIGN_NAME = pfa32pipe
export DESIGN_NICKNAME = pfa32pipe
export VERILOG_FILES = /design/flow/design.v
export SDC_FILE = /design/flow/constraint.sdc
export NUM_CORES = 4
export LEC_CHECK = 1
export CORE_UTILIZATION = 50
==> qor.txt <==
CP endpoint -> Sum[14]
Unrepaired setup endpoints after global routing -> no
FILL cells -> 629
Worst-skew pair later-pin latency -> 510 ps
Worst-margin pin slew -> 724.9 ps
Most common reg cell -> dfrtp_1
Flip-flops with a built-in enable -> 0
Metal-1 WL -> 3246 um
Met3 Wirelength -> 425 um
Clock tree buffer depth -> 2
Hold depth -> 0
Row count -> 36
First-pass GRT wire length -> 12110 um
Setup violations, final -> 0
Total power -> 2.182 mW
Dpl hpwl -> 5022 um
Hold Path Class -> reg -> reg
Power Dens Cells -> 316.3 nW/um2
Synthesized instance count -> 304
Yosys synthesis warning count -> 1
OpenROAD warning count -> 26
CTS tree -> done
Critical path endpoint category -> primary output
Stages on the worst setup path -> 1
Fmax -> 367.3 MHz
Critical path class -> reg -> out
Pins Over Slew Limit -> 0
R2R Setup Slk -> 4490 ps
Vias per cell -> 4.801
Leak -> 3.261 nW
CP cell instances -> clkdlybuf4s50_1
R2R depth -> 7
Final clock skew -> 8.935 ps
WL final -> 7395 um
DRC Markers -> 0
Worst-path clk slew -> 60 ps
Worst path max stage delay -> 480 ps
TritonRoute pass-1 iters -> 4
Fin. Hold Viols -> 0
CP max-delay cell -> clkdlybuf4s50_1
Routed len/inst -> 13.02 um
Worst setup path start -> Sum[14]
1st-iter DRT viols -> 60
Crit share post-route -> 39.46%
CTS buffer count -> 17
Hold Path Origin -> P2[0]
DR top layer -> met4
Post-synth ARST share -> 100.0%
Vias -> 2727
Gpl congestion -> 0.7720
Root Driver -> clkbuf_8
IO Port Bufs -> 97
DIE WIDTH -> 103.5 um
Ys flops -> 158
Ys cells -> 304
Initial antenna violation count -> 0
Register area share after synthesis -> 76.79%
Fraction of layout cells with a size suffix above 1 -> 9.195%
Fp util -> 52.19%
Max cap viols -> 0
GRT overflow -> 0
Worst setup SP type -> register
Logic area -> 1184 um2
CTS resizes -> 0
Synth Cell Area -> 5149 um2
Min Tclk post-route -> 2723 ps
H-Tree Depth -> 4
Post-CTS Hold Buffers -> 0
Sum Neg Setup Slack -> 0 ps
Die Ht -> 103.5 um
CP max FO -> 1
FF-to-FF End -> C[30]
Sink Count -> 158
CP bufs+invs -> 1
FF+latch area -> 3954 um2
Full die area -> 10710 um2
Remaining antenna violation count after routing -> 0
Synth cell types -> 27
P&R area growth vs syn -> 34.00%
Inserted Diodes -> 0
Pin count of the biggest net entering global routing -> 64
Setup bufs post-CTS -> 0
Synthesis area per yosys -> 5149 um2
I/O pins -> 98
Syn Area/Cell -> 16.94 um2
Critical path's top delay family -> buffers and inverters
Data required, critical path -> 5520 ps
Vias in the first global route -> 2670
VDD IR-drop max -> 0.1671 mV
Core Area -> 9864 um2
Met2 wire length -> 3654 um
Worst r2r src -> G1[9]
Rel. slew slack -> 50.43%
CP arrival -> 1340 ps
Total Routing Usage GR -> 15.93%
Status -> finished clean
## power breakdown
part	total [mW]	switching [mW]	internal, mW	leakage (nW)
logic	0.208	0.0679	0.140	1.07
registers	1.08	0.0494	1.04	1.90
clock network	0.890	0.345	0.545	0.287
## Yosys cell counts (2+ instances only)
cell type | count | area (um2)
or3_1 | 2 | 12.51
o21ai_0 | 4 | 20.02
o21bai_1 | 4 | 30.03
inv_1 | 3 | 11.26
nor3_1 | 2 | 10.01
a21oi_1 | 7 | 35.03
o21a_1 | 5 | 37.54
dfrtp_1 | 158 | 3954
a21o_1 | 20 | 150.1
o21ai_1 | 5 | 25.02
nand2_1 | 2 | 7.510
ha_1 | 31 | 387.9
xor2_1 | 32 | 280.3
nor2_1 | 12 | 45.04
o2111ai_1 | 2 | 17.52
a2111oi_0 | 2 | 17.52
nand2b_1 | 3 | 18.77
## worst min path at each step
stage | end | slack, ps
after CTS | P2[31] | 350
after global routing | P2[31] | 360
final | Sum[0] | 350
## per-layer routing
layer	vias up	track usage (%)
li1	1278	-
met1	1368	24.43
met2	75	24.71
met3	6	5.123
met4	0	2.275
met5	-	0
## through the flow
stage / utilization [%] / setup WS, ps / hold WS [ps] / instance area, um2 / cells
global route: 69.94 / 4104 / 357.7 / 6899 / 568
global placement: 63.93 / 4004 / 334.0 / 6306 / 536
detailed placement: 63.93 / 3980 / 334.7 / 6306 / 536
finish: 69.94 / 4177 / 348.2 / 6899 / 568
floorplan: - / 1257 / 331.2 / 5149 / 304
CTS: 69.94 / 4151 / 349.4 / 6899 / 568
## final cells by class
| type | count | share of cell area, % |
|---|---|---|
| Timing Repair Buffer | 99 | 14.29 |
| Sequential cell | 158 | 57.31 |
| Clock inverter | 12 | 1.995 |
| Clock buffer | 20 | 6.601 |
| Tap cell | 133 | 2.412 |
| Multi-Input combinational cell | 143 | 17.16 |
| Inverter | 3 | 0.2358 |
## cell families (layout without fill, tap and decap cells)
group                    Yosys count  count (layout)  share of synthesized area [%]
AND/OR/NAND/NOR                   26              26                          2.625
AND-OR/OR-AND                     54              54                          7.388
buffers and inverters              3             134                         0.2187
flip-flops                       158             158                          76.79
XOR/XNOR                          32              32                          5.444
adder cells (fa/ha/maj)           31              31                          7.533
## sequential cells by signal, indices dropped and copies added, names as in the netlist
name	count
P1	32
P2	32
Sum	32
C	31
G1	31
## layout by cell type, fill, tap and decap left out, types with 3 or more instances in the layout
| cell type | synthesis | final |
|---|---|---|
| o21ai_0 | 4 | 4 |
| o21a_1 | 5 | 5 |
| a21o_1 | 20 | 20 |
| o21bai_1 | 4 | 4 |
| ha_1 | 31 | 31 |
| o21ai_1 | 5 | 5 |
| xor2_1 | 32 | 32 |
| clkbuf_16 | 0 | 16 |
| clkinv_4 | 0 | 6 |
| nand2b_1 | 3 | 3 |
| a21oi_1 | 7 | 7 |
| nor2_1 | 12 | 12 |
| dfrtp_1 | 158 | 158 |
| clkbuf_8 | 0 | 4 |
| clkdlybuf4s50_1 | 0 | 97 |
No activity file was given, so power comes from the tool's default toggle rates.
