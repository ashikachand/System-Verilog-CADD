File: flow/design.v
`timescale 1ns / 1ps
module mul (a,b,result);
    input  logic [31:0] a;   
    input  logic [31:0] b;       
    output logic [31:0] result;
    logic [7:0] exp_a, exp_b, exp_result;
    logic [22:0] frac_a, frac_b;
    logic [23:0] mant_a, mant_b; 
    logic [47:0] mant_result;  
    logic [23:0] mant_result_norm;
    assign exp_a  = a[30:23];        
    assign exp_b  = b[30:23];       
    assign frac_a = a[22:0];          
    assign frac_b = b[22:0];        
    assign mant_a = {1'b1, frac_a};   
    assign mant_b = {1'b1, frac_b};
    assign mant_result = mant_a * mant_b;
    always_comb begin
        if (mant_result[47]) begin
            mant_result_norm = mant_result[46:23]; 
            exp_result = exp_a + exp_b - 127 + 1; 
        end else begin
            mant_result_norm = mant_result[45:22];
            exp_result = exp_a + exp_b - 127;
        end
    end
    always_comb begin
        if (exp_result >= 8'hFF) begin
            result = {1'b0, 8'hFF, 23'b0};
        end else if (exp_result <= 8'h00) begin
            result = 32'b0;
        end else begin
            result = {1'b0, exp_result[7:0], mant_result_norm[22:0]};
        end
    end
endmodule
File: flow/constraint.sdc
current_design mul

set clk_period 23.2
set clk_io_pct 0.2

create_clock -name clk0 -period $clk_period

set non_clock_inputs [all_inputs -no_clocks]
set_input_delay [expr $clk_period * $clk_io_pct] -clock clk0 $non_clock_inputs
set_output_delay [expr $clk_period * $clk_io_pct] -clock clk0 [all_outputs]
File: flow/config.mk
export PLATFORM = sky130hd
export DESIGN_NAME = mul
export DESIGN_NICKNAME = mul
export VERILOG_FILES = /design/flow/design.v
export SDC_FILE = /design/flow/constraint.sdc
export NUM_CORES = 4
export LEC_CHECK = 1
export CORE_UTILIZATION = 50
File: flow/run.sh
#!/bin/bash
# OpenROAD 26Q1-2900-gdf79404cd8, Yosys 0.63+post, stock flow scripts
make -C /OpenROAD-flow-scripts/flow DESIGN_CONFIG=/design/flow/config.mk WORK_HOME=/design/flow/orfs finish
==> results.ini <==
[layout]
drive_gt1_frac = 0.02902
stdcell_area_mm2 = 0.02087
regArea_um2 = 0
area_growth_pct = 7.953
n_fill_cell = 3479
clock_buffers = 0
flop-count = 0
post-route-util = 0.5516

[grt]
overflow = 0
grt_first_pass_wirelength_um = 82110
grt_max_degree = 25
grt_pass1_vias = 15220
antenna_found_initial = 1
track_usage = 0.2988

[yosys]
synthCells = 2232
common_cells = 577 x inv_1, 482 x fa_1, 317 x nand2_1
synthDistinctLibCells = 67
ys_cells = 2232
synth.most_common_cell = inv_1
synth_seq_share = 0
netlist_area_mm2 = 0.01934
synth_chip_area_mm2 = 0.01934
top_area_cell = fa_1
yosysWarnings = 1
synthTopCellsByArea = fa_1 50%, ha_1 12%, inv_1 11%
synth_area_per_cell_um2 = 8.663
netlist.area_leader.share = 0.4990

[power]
power_density_mw_per_mm2 = 367.8
ir_drop_uv = 802.8
total_leakage_power_nw = 10.81
power.switching_mw = 4.113
p_int_mw = 3.564
swShare = 0.5357

[routing]
detail_route.first_pass.iterations = 4
drc_errors = 0
wl_per_cell_um = 18.18
wl_um = 50650
via_count = 14440
viasPerCell = 5.184
ant_nets = 0
drt_iter0_markers = 410

[place]
dp_hpwl_um = 39050
io_buffers = 93
place_area_mm2 = 0.02087
place_ws_ps = 4420
place_congestion = 0.9765

[clocking]
postCtsSetupBuffers = 0
hold_buffers = 0
cts_resized = 0

[worst_setup_path]
critPathMaxStageDelay_ps = 960
cp.required_ps = 18560
worst_ep_arrival_time_ps = 14140
crit_type = in2out
critPathLaunch = b[0]
crit_top_cell = fa_1
cp_max_fo = 22
crit_slowest_cell = clkdlybuf4s50_1
crit_path_start_kind = input port
crit_path_end_kind = output port

[timing]
worstMarginPinSlew_ps = 827.3
setup_tns_ps = 0
setup_viol = 0
finalCritPeriodShare = 0.8094
max_slew_margin = 0.4467
fin_ws_ps = 4422
maxSlewViolCount = 0
whs_ps = 10550
fmax_mhz = 53.25
min_period_ps = 18780
rsz0062_at_grt = false
hold_viol_final = 0

[floorplan]
core_area_mm2 = 0.03784
num_io_pins = 96
rows = 71
die_w_um = 198.7
initial_core_util = 0.5109
die_height_um = 198.7
chipArea_mm2 = 0.03946

[job]
drv_cap = 0
warning_count = 35

[worst_hold_path]
hp-start = b[23]
holdPathStages = 6
hp-class = in2out
hold_end = result[23]

[outcome]
status = complete, no violations

-- placed cells by master (no fill, tap or decap), types with 18 or more instances in the layout --
master             n
nor3_1            29
nand2_1          317
xnor2_1           23
nor2_1            72
a21oi_1           40
buf_4             48
o21ai_0           21
ha_1             183
inv_1            577
and2_1           213
a21o_1            18
fa_1             482
clkdlybuf4s50_1   93
-- how the worst max path moves through the flow --
stage,endpoint,slack [ps]
after CTS,result[7],4400
after global routing,result[15],3980
final,result[15],4420
-- cell families after synthesis --
| logic type | count (synthesis) | share of synthesized area |
|---|---|---|
| buffers and inverters | 680 | 0.1334 |
| AOI/OAI and AO/OA | 147 | 0.05332 |
| xor gates and xnor gates | 35 | 0.01663 |
| and+or+nand+nor | 692 | 0.1728 |
| muxes | 12 | 0.006277 |
| adders and majority gates | 665 | 0.6174 |
| other | 1 | 0.0001939 |
-- layer usage --
metal	global-route usage	share of wire	up-vias
li1	-	-	6634
met1	0.3967	0.37	7163
met2	0.4703	0.49	575
met3	0.1322	0.11	71
met4	0.06809	0.030	0
met5	0.001277	0	-
-- power by group through the flow --
stage	combinational (mW)	sequential, mW	clock [mW]
CTS	7.78	0	0
global route	8.68	0	0
-- stage by stage --
| stage | cells | power [mW] |
|---|---|---|
| floorplan | 2232 | 4.780 |
| global placement | 2785 | 7.720 |
| detailed placement | 2785 | 7.679 |
| CTS | 2785 | 7.779 |
| global route | 2785 | 8.681 |
| finish | 2786 | 7.677 |
-- layout make-up --
| class | count | area, um2 | share of cell area |
|---|---|---|---|
| multi-input combinational | 1552 | 16760 | 0.8029 |
| antenna | 1 | 2.502 | 0.0001199 |
| tap | 511 | 639.4 | 0.03063 |
| timing repair buffer | 141 | 1291 | 0.06186 |
| inverter | 581 | 2181 | 0.1045 |
-- worst max-delay path: cells and delay by family --
| family | cells | cell delay [ps] |
|---|---|---|
| AOI/OAI and AO/OA | 6 | 1780 |
| and+or+nand+nor | 5 | 1040 |
| buffers and inverters | 9 | 2720 |
| adders and majority gates | 8 | 3970 |
Power and IR drop assume default switching activity.
